--- flow/design.v ---
module traffic_light_fsm(input x, input clock, input reset,
            output reg r, output reg y, output reg g);
    parameter green = 0, tored = 1, red = 3, fred = 2;
    reg [1:0] state;
    always @(state) begin
        case(state)
            green: begin
                r = 1'b0;
                y = 1'b0;
                g = 1'b1;
            end
            tored: begin
                r = 1'b0;
                y = 1'b1;
                g = 1'b0;
            end
            red: begin
                r = 1'b1;
                y = 1'b0;
                g = 1'b0;
            end
            fred: begin
                r = 1'b1;
                y = 1'b1;
                g = 1'b0;
            end
        endcase
    end
    always @(posedge clock) begin    
        if(reset) begin
            state <= green;
        end else begin
            case(state)
                green:
                    if(x) state <= tored;
                tored: 
                    state <= red;
                red:
                    state <= fred;
                fred:
                    state <= green;
            endcase
        end
    end
endmodule
--- flow/run.sh ---
#!/bin/bash
# OpenROAD 26Q1-2900-gdf79404cd8, Yosys 0.63+post, stock flow scripts
make -C /OpenROAD-flow-scripts/flow DESIGN_CONFIG=/design/flow/config.mk WORK_HOME=/design/flow/orfs finish
--- flow/config.mk ---
export PLATFORM = sky130hd
export DESIGN_NAME = traffic_light_fsm
export DESIGN_NICKNAME = traffic_light_fsm
export VERILOG_FILES = /design/flow/design.v
export SDC_FILE = /design/flow/constraint.sdc
export NUM_CORES = 4
export LEC_CHECK = 1
export CORE_AREA = 10 10 70 70
export DIE_AREA = 0 0 80 80
--- flow/constraint.sdc ---
current_design traffic_light_fsm

set clk_period 1.0
set clk_io_pct 0.2

create_clock -name clk0 -period $clk_period [get_ports {clock}]

set non_clock_inputs [all_inputs -no_clocks]
set_input_delay [expr $clk_period * $clk_io_pct] -clock clk0 $non_clock_inputs
set_output_delay [expr $clk_period * $clk_io_pct] -clock clk0 [all_outputs]
==> results.sh <==
# yosys + openroad results
export IMPL_status="finished, violations left"
export IMPL_violations="setup timing"
export IMPL_start_kind="register"
export IMPL_largest_reg_flops=4
export IMPL_syn_area_per_cell_um2=10.3
export IMPL_clk_insertion_delay_late_ps=240
export IMPL_netlist_instances=13
export IMPL_cts_root_buf="clkbuf_4"
export IMPL_ys_cells=13
export IMPL_holdPathEnd="state[2]"
export IMPL_power_density_nw_per_um2=1490
export IMPL_row_count=21
export IMPL_gr_total_overflow=0
export IMPL_dp_cells=65
export IMPL_grt_pass1_vias=134
export IMPL_netlist_area_um2=134
export IMPL_fin_worst_skew_ps=3.25
export IMPL_leakagePower_nw=0.112
export IMPL_fmax_mhz=857
export IMPL_floorplan_core_util_pct=3.92
export IMPL_syn2layout_area_growth_pct=107
export IMPL_hold_violations=0
export IMPL_chipArea_um2=6400
export IMPL_timing_hold_ws_ps=434
export IMPL_cp_slowest_cell="dfxtp_2"
export IMPL_rr_endpoint="state[0]"
export IMPL_io_pins=6
export IMPL_ys_seq_share_pct=59.8
export IMPL_fin_ws_ps=-167
export IMPL_grt_max_degree=5
export IMPL_cap_violations=0
export IMPL_fillers=407
export IMPL_clock_sinks=4
export IMPL_worstPathMaxFanout=2
export IMPL_crit_required_ps=800
export IMPL_synth_cell_type_count=9
export IMPL_path_cells="buf_6, or2_1, buf_2"
export IMPL_drt_wl_total_um=386
export IMPL_fp_coreArea_um2=3420
export IMPL_diodes=0
export IMPL_largest_register="state"
export IMPL_reg2reg_from="state[1]"
export IMPL_hold_path_cell_count=2
export IMPL_fp_dieH_um=80
export IMPL_grt_total_usage_pct=1.34
export IMPL_peakVddDrop_v=0.000300
export IMPL_hold_start="state[0]"
export IMPL_utilization_pct=8.13
export IMPL_ys_warnings_count=1
export IMPL_antenna_found_initial=0
export IMPL_critical_path_max_stage_delay_ps=310
export IMPL_gp_congestion=0.671
export IMPL_cts_clk_slew_worst_paths_ps=40
export IMPL_tightest_slew_ps=160
export IMPL_first_pass_iters=2
export IMPL_dieWidth_um=80
export IMPL_post_route_min_period_ps=1170
export IMPL_wire_per_inst_um=5.51
export IMPL_reg2reg_depth=5
export IMPL_drc=0
export IMPL_rrSetupSlack_ps=70
export IMPL_lay_top_cells="clkbuf_4, buf_2"
export IMPL_period_used_pct=117
export IMPL_finalSetupViolCount=3
export IMPL_io_buffers=5
export IMPL_cts_tree="built"
export IMPL_ys_seq_elements=4
export IMPL_synth_chip_area_um2=134
export IMPL_rsz0062_at_grt="yes"
export IMPL_end_kind="output port"
export IMPL_viasPerCell=1.81
export IMPL_path_class="reg -> out"
export IMPL_drtIter0Drc=6
export IMPL_slew_violations=0
export IMPL_cts_max_level=1
export IMPL_drtAntennaViolNets=0
export IMPL_cts_buffers=3
export IMPL_stdcell_count=70
export IMPL_route_vias_total=127
export IMPL_drive_above_1_share_pct=54.2
export IMPL_post_place_ws_ps=-289
export IMPL_arrival_ps=970
export IMPL_slew_headroom_pct=89.3
export IMPL_clk_path_buf_depth=2
export IMPL_hold_class="reg -> reg"
export IMPL_reg_top3="state: 4 flops"
export IMPL_grt_pass1_wl_um=607
export IMPL_warning_count=27
## report_power, final
group	switching, mW	internal [mW]	leakage, nW	total [mW]
logic	0.0132	0.0257	0.0648	0.0389
clock network	0.0678	0.134	0.0138	0.202
registers	0.00396	0.169	0.0338	0.173
total	0.0849	0.329	0.112	0.414
## stage by stage
stage | power, mW | setup TNS [ps] | cell area [um^2]
global placement | 0.217 | -706 | 249
detailed placement | 0.219 | -722 | 249
global route | 0.444 | -558 | 278
floorplan | 0.186 | 0 | 134
CTS | 0.421 | -449 | 269
finish | 0.414 | -433 | 278
## layout make-up
cell class / instances / area, um^2 / share of cell area, %
Sequential cell: 4 / 82.6 / 29.7
Timing Repair Buffer: 8 / 61.3 / 22.1
Tap cell: 46 / 57.6 / 20.7
Multi-Input combinational cell: 8 / 50.0 / 18.0
Clock buffer: 3 / 22.5 / 8.11
Inverter: 1 / 3.75 / 1.35
## kinds of logic after synthesis
| family | synth area share [%] |
|---|---|
| compound gates | 3.73 |
| buf+inv | 2.80 |
| flops | 59.8 |
| simple gates | 33.6 |
## layer usage
layer | GRT usage, % | up-vias | wire length [um] | share of wire [%]
met2 | 0.803 | 9 | 90 | 23
li1 | - | 62 | - | -
met5 | 0 | - | 0 | 0
met4 | 0.528 | 0 | 2 | 0.52
met1 | 1.79 | 54 | 211 | 55
met3 | 2.05 | 2 | 81 | 21
## cell usage after synthesis
| cell type | count | area (um^2) |
|---|---|---|
| dfxtp_1 | 4 | 80.1 |
| nor2b_1 | 2 | 12.5 |
| inv_1 | 1 | 3.75 |
| nor2_1 | 1 | 3.75 |
| nor2_2 | 1 | 6.26 |
| nor3b_1 | 1 | 7.51 |
| o21ai_0 | 1 | 5.00 |
| or2_1 | 1 | 6.26 |
| or2_4 | 1 | 8.76 |
## critical path, delay by kind of cell, from the launching register on
kind	cells	cell delay [ps]
buf+inv	2	220
flops	1	310
simple gates	1	200
## worst max-delay path by stage
stage / slack [ps] / to / from / cells past startpoint
6_report: -170 / y / state[1] / 3
5_1_grt: -210 / g / state[3] / 3
4_1_cts: -170 / y / state[1] / 3
## what timing repair did
item,in CTS,in global routing
setup buffers,1,1
gates resized,11,1
endpoints found under the setup margin,3,3
pin swaps,2,0
hold buffers,0,0
Power figures rest on the tool's default switching activity, not on a simulated workload.
